==> flow/design.v <==
module LASER (
    input CLK,
    input RST,
    input [3:0] X,
    input [3:0] Y,
    output reg [3:0] C1X,
    output reg [3:0] C1Y,
    output reg [3:0] C2X,
    output reg [3:0] C2Y,
    output reg DONE
);
    parameter READ = 'b0000_0001;
    parameter C0_LOOP = 'b0000_0010;
    parameter C1_LOOP = 'b0000_0100;
    parameter C0C1_LOOP = 'b0000_1000;
    parameter C1C0_LOOP = 'b0001_0000;
    parameter CHECK = 'b0010_0000;
    reg [5:0] read_cnt;
    reg [7:0] CurrState;
    reg [7:0] NextState;
    reg [3:0] x_pos[0:39];
    reg [3:0] y_pos[0:39];
    reg [3:0] C0_x;
    reg [3:0] C0_y;
    reg [3:0] C1_x;
    reg [3:0] C1_y;
    wire C0_LOOP_DONE;
    wire C1_LOOP_DONE;
    integer i;
    wire [5:0] C0_points;
    wire [5:0] C1_points;
    wire [5:0] Re_points;
    reg [5:0] Coverage;
    wire [39:0] IN0;
    wire [39:0] IN1;
    wire [39:0] IN_R;
    reg [5:0] max_Coverage;
    reg [3:0] C0_max_x_pos;
    reg [3:0] C0_max_y_pos;
    reg [3:0] C1_max_x_pos;
    reg [3:0] C1_max_y_pos;
    wire [9:0] C0_x_diff[0:39];
    wire [9:0] C0_y_diff[0:39];
    wire [9:0] C0_dis[0:39];
    wire [9:0] C1_x_diff[0:39];
    wire [9:0] C1_y_diff[0:39];
    wire [9:0] C1_dis[0:39];
    reg [3:0] C0_last_x;
    reg [3:0] C0_last_y;
    reg [3:0] C1_last_x;
    reg [3:0] C1_last_y;
    reg [3:0] last_x, last_y;
    always @(posedge CLK) begin
        if (RST) CurrState <= RST;
        else CurrState <= NextState;
    end
    wire C0C1_DONE;
    wire C1C0_DONE;
    assign C0C1_DONE = (C0_last_x == C0_max_x_pos) && (C0_max_y_pos == C0_last_y) &&(C0_x==15)&&(C0_y==15);
    assign C1C0_DONE = (C1_last_x == C1_max_x_pos) && (C1_max_y_pos == C1_last_y) &&(C1_x==15)&&(C1_y==15);
    always @(*) begin
        case (CurrState)
            READ: begin
                if (read_cnt == 40) NextState <= C0_LOOP;
                else NextState <= READ;
            end
            C0_LOOP: begin
                if (C0_LOOP_DONE) NextState <= C1_LOOP;
                else NextState <= C0_LOOP;
            end
            C1_LOOP: begin
                if (C1_LOOP_DONE) NextState <= C0C1_LOOP;
                else NextState <= C1_LOOP;
            end
            C0C1_LOOP: begin
                if (C0C1_DONE) begin
                    NextState <= CHECK;
                end else begin
                    if (C0_LOOP_DONE) NextState <= C1C0_LOOP;
                    else NextState <= C0C1_LOOP;
                end
            end
            C1C0_LOOP: begin
                if (C1C0_DONE) begin
                    NextState <= CHECK;
                end else begin
                    if (C1_LOOP_DONE) NextState <= C0C1_LOOP;
                    else NextState <= C1C0_LOOP;
                end
            end
            CHECK: begin
                NextState <= READ;
            end
            default: NextState <= READ;
        endcase
    end
    always @(posedge CLK) begin
        if (RST | DONE) begin
            read_cnt <= 0;
        end else begin
            if (CurrState == CHECK) read_cnt <= 0;
            else begin
                if (read_cnt < 40) read_cnt <= read_cnt + 1;
            end
        end
    end
    assign C0_LOOP_DONE = (C0_x == 15) && (C0_y == 15);
    assign C1_LOOP_DONE = (C1_x == 15) && (C1_y == 15);
    always @(posedge CLK) begin
        case (CurrState)
            READ: begin
                DONE <= 0;
                C0_x <= 0;
                C0_y <= 0;
                C1_x <= 0;
                C1_y <= 0;
                C1X  <= 0;
                C1Y  <= 0;
                C2X  <= 0;
                C2Y  <= 0;
            end
            C0_LOOP: begin
                if (C0_x == 15) begin
                    C0_x <= 0;
                end else begin
                    C0_x <= C0_x + 1;
                end
                if ((C0_y == 15) && (C0_x == 15)) begin
                    C0_y <= 0;
                end else begin
                    if (C0_x == 15) C0_y <= C0_y + 1;
                end
            end
            C1_LOOP: begin
                C0_x <= C0_max_x_pos;
                C0_y <= C0_max_y_pos;
                if (C1_x == 15) begin
                    C1_x <= 0;
                end else begin
                    C1_x <= C1_x + 1;
                end
                if ((C1_y == 15) && (C1_x == 15)) begin
                    C1_y <= 0;
                end else begin
                    if (C1_x == 15) C1_y <= C1_y + 1;
                end
            end
            C0C1_LOOP: begin
                C1_x <= C1_max_x_pos;
                C1_y <= C1_max_y_pos;
                if (C1_x == 0) begin
                    C0_x <= 0;
                    C0_y <= 0;
                end else begin
                    if (C0_x == 15) begin
                        C0_x <= 0;
                    end else begin
                        C0_x <= C0_x + 1;
                    end
                    if ((C0_y == 15) && (C0_x == 15)) begin
                        C0_y <= 0;
                    end else begin
                        if (C0_x == 15) C0_y <= C0_y + 1;
                    end
                end
            end
            C1C0_LOOP: begin
                C0_x <= C0_max_x_pos;
                C0_y <= C0_max_y_pos;
                if (C0_x == 0) begin
                    C1_x <= 0;
                    C1_y <= 0;
                end else begin
                    if (C1_x == 15) begin
                        C1_x <= 0;
                    end else begin
                        C1_x <= C1_x + 1;
                    end
                    if ((C1_y == 15) && (C1_x == 15)) begin
                        C1_y <= 0;
                    end else begin
                        if (C1_x == 15) C1_y <= C1_y + 1;
                    end
                end
            end
            CHECK: begin
                DONE <= 1;
                C1X  <= C0_max_x_pos;
                C1Y  <= C0_max_y_pos;
                C2X  <= C1_max_x_pos;
                C2Y  <= C1_max_y_pos;
            end
            default: begin
                DONE <= 0;
                C0_x <= 0;
                C0_y <= 0;
                C1_x <= 0;
                C1_y <= 0;
                C1X  <= 0;
                C1Y  <= 0;
                C2X  <= 0;
                C2Y  <= 0;
            end
        endcase
    end
    always @(posedge CLK) begin
        case (CurrState)
            READ: begin
                x_pos[read_cnt] <= X;
                y_pos[read_cnt] <= Y;
            end
            default: ;
        endcase
    end
    genvar idx;
    generate
        for (idx = 0; idx < 40; idx = idx + 1) begin : distance
            assign C0_x_diff[idx]= (x_pos[idx]>C0_x) ? (x_pos[idx]-C0_x)*(x_pos[idx]-C0_x) :(C0_x-x_pos[idx])*(C0_x-x_pos[idx]);
            assign C0_y_diff[idx]= (y_pos[idx]>C0_y) ? (y_pos[idx]-C0_y)*(y_pos[idx]-C0_y) :(C0_y-y_pos[idx])*(C0_y-y_pos[idx]);
            assign C0_dis[idx] = C0_x_diff[idx] + C0_y_diff[idx];
            assign C1_x_diff[idx]= (x_pos[idx]>C1_x) ? (x_pos[idx]-C1_x)*(x_pos[idx]-C1_x) :(C1_x-x_pos[idx])*(C1_x-x_pos[idx]);
            assign C1_y_diff[idx]= (y_pos[idx]>C1_y) ? (y_pos[idx]-C1_y)*(y_pos[idx]-C1_y) :(C1_y-y_pos[idx])*(C1_y-y_pos[idx]);
            assign C1_dis[idx] = C1_x_diff[idx] + C1_y_diff[idx];
            assign IN0[idx] = (C0_dis[idx] <= 16);
            assign IN1[idx] = (C1_dis[idx] <= 16);
            assign IN_R[idx] = IN0[idx] && IN1[idx];
        end
    endgenerate
    assign Re_points =IN_R[0]+IN_R[1]+IN_R[2]+IN_R[3]+IN_R[4]+IN_R[5]+IN_R[6]+IN_R[7]+IN_R[8]+IN_R[9]+IN_R[10]+IN_R[11]+IN_R[12]+IN_R[13]+IN_R[14]+IN_R[15]+IN_R[16]+IN_R[17]+IN_R[18]+IN_R[19]+IN_R[20]+IN_R[21]+IN_R[22]+IN_R[23]+IN_R[24]+IN_R[25]+IN_R[26]+IN_R[27]+IN_R[28]+IN_R[29]+IN_R[30]+IN_R[31]+IN_R[32]+IN_R[33]+IN_R[34]+IN_R[35]+IN_R[36]+IN_R[37]+IN_R[38]+IN_R[39];
    assign C0_points =IN0[0]+IN0[1]+IN0[2]+IN0[3]+IN0[4]+IN0[5]+IN0[6]+IN0[7]+IN0[8]+IN0[9]+IN0[10]+IN0[11]+IN0[12]+IN0[13]+IN0[14]+IN0[15]+IN0[16]+IN0[17]+IN0[18]+IN0[19]+IN0[20]+IN0[21]+IN0[22]+IN0[23]+IN0[24]+IN0[25]+IN0[26]+IN0[27]+IN0[28]+IN0[29]+IN0[30]+IN0[31]+IN0[32]+IN0[33]+IN0[34]+IN0[35]+IN0[36]+IN0[37]+IN0[38]+IN0[39];
    assign C1_points =IN1[0]+IN1[1]+IN1[2]+IN1[3]+IN1[4]+IN1[5]+IN1[6]+IN1[7]+IN1[8]+IN1[9]+IN1[10]+IN1[11]+IN1[12]+IN1[13]+IN1[14]+IN1[15]+IN1[16]+IN1[17]+IN1[18]+IN1[19]+IN1[20]+IN1[21]+IN1[22]+IN1[23]+IN1[24]+IN1[25]+IN1[26]+IN1[27]+IN1[28]+IN1[29]+IN1[30]+IN1[31]+IN1[32]+IN1[33]+IN1[34]+IN1[35]+IN1[36]+IN1[37]+IN1[38]+IN1[39];
    always @(posedge CLK) begin
        if (RST || DONE) begin
            Coverage <= 0;
            Coverage <= 0;
            max_Coverage <= 0;
            C0_max_x_pos <= 0;
            C0_max_y_pos <= 0;
            C1_max_x_pos <= 0;
            C1_max_y_pos <= 0;
            last_x <= 0;
            last_y <= 0;
            C0_last_x <= 0;
            C0_last_y <= 0;
            C1_last_x <= 0;
            C1_last_y <= 0;
        end else begin
            case (CurrState)
                C0_LOOP, C0C1_LOOP: begin
                    last_x <= C0_x;
                    last_y <= C0_y;
                end
                C1_LOOP, C1C0_LOOP: begin
                    last_x <= C1_x;
                    last_y <= C1_y;
                end
            endcase
            Coverage <= C1_points + C0_points - Re_points;
            if (Coverage > max_Coverage) begin
                max_Coverage <= Coverage;
                case (CurrState)
                    C0_LOOP, C0C1_LOOP: begin
                        C0_max_x_pos <= last_x;
                        C0_max_y_pos <= last_y;
                        C0_last_x <= last_x;
                        C0_last_y <= last_y;
                    end
                    C1_LOOP, C1C0_LOOP: begin
                        C1_max_x_pos <= last_x;
                        C1_max_y_pos <= last_y;
                        C1_last_x <= last_x;
                        C1_last_y <= last_y;
                    end
                endcase
            end
        end
    end
endmodule
==> flow/run.sh <==
#!/bin/bash
# OpenROAD 26Q1-2900-gdf79404cd8, Yosys 0.63+post, stock flow scripts
make -C /OpenROAD-flow-scripts/flow DESIGN_CONFIG=/design/flow/config.mk WORK_HOME=/design/flow/orfs finish
==> flow/config.mk <==
export PLATFORM = sky130hd
export DESIGN_NAME = LASER
export DESIGN_NICKNAME = LASER
export VERILOG_FILES = /design/flow/design.v
export SDC_FILE = /design/flow/constraint.sdc
export NUM_CORES = 4
export LEC_CHECK = 1
export CORE_UTILIZATION = 50
==> flow/constraint.sdc <==
current_design LASER

set clk_period 19.4
set clk_io_pct 0.2

create_clock -name clk0 -period $clk_period [get_ports {CLK}]

set non_clock_inputs [all_inputs -no_clocks]
set_input_delay [expr $clk_period * $clk_io_pct] -clock clk0 $non_clock_inputs
set_output_delay [expr $clk_period * $clk_io_pct] -clock clk0 [all_outputs]
==> deck_impl_summary.md <==
Implementation Results

Clock tree
  – Post-CTS Hold Fix Bufs: 0
  – Number of clock sinks seen by CTS: roughly 400
  – Clock transition at the registers of the reported paths: 80 ps
  – Latest clock arrival within the worst-skew pair: 880 ps
  – Clk Tree Root Cell: clkbuf_16
  – Clock Path Buffers: 4
  – Total CTS buffers: roughly 79
  – Maximum level of the CTS H-tree: 3
  – Post-cts repair resize count: 0
  – TritonCTS clock tree: yes
  – Buffers inserted by post-CTS timing repair: 0

Synth
  – Syn Area/Cell: ~8.5 sq um
  – Yosys stat area: about 0.33 sq mm
  – Post-synth ARST share: 0
  – Post-synthesis cell area: roughly 0.33 sq mm
  – Flip-flops with a built-in enable: 353
  – Proportion of synthesized chip area in sequential cells: 0.03483
  – Warning count from the yosys run: 1
  – Top cells by area: fa_1, ha_1, inv_1, xnor2_1, a21oi_1
  – Ys cells: around 40000
  – Synth unique cells: about 84
  – Cell type with the largest total area after synthesis: fa_1
  – Commonest register cell after synthesis: edfxtp_1
  – Flip-flop and latch count after synthesis: about 400
  – Top cell area share: 0.3085
  – Post-synthesis cell count: between 30000 and 40000

Pwr
  – Clock share of power: 0.151
  – Lkg Pwr: between 150 and 200 nW
  – Switching pwr: ~4.8 mW
  – Overall power consumption: roughly 10 mW
  – Pwr dens: about 29 mW/mm^2
  – Sequential group share of total power: 0.100
  – Worst IR Drop VDD: 385.9 uV
  – Combinational power share: 0.748
  – Sw Share: 0.4804
  – Internal Power: around 5.2 mW

STA
  – Minimum hold slack: between 400 and 500 ps
  – Finish-stage setup viols: 0
  – Period utilisation layout: 0.7741
  – Max Transition Viols Final: 0
  – Relative slew slack: 0.1887
  – Time the final worst path needs with I/O delays and setup: approximately 15000 ps
  – Final Hold Vio Count: 0
  – Final setup TNS: 0 ps
  – Worst Clk Skew: between 70 and 80 ps
  – Setup repair after global routing missed its margin: false
  – Least-Margin Pin Slew: approximately 1200 ps
  – Fmax: 66.59 MHz

Run
  – Number of warnings in the stage logs: 668
  – Number of max-cap violations: 0

Setup path
  – Crit. End Element: flip-flop
  – Data arrival time of the critical path: 15750 ps
  – Required time of the worst setup path: 20140 ps
  – Worst Path Buf+Inv: 13
  – Most frequent cell on the critical path: fa_1
  – Category of the critical setup timing path: flip-flop to flip-flop
  – CP top delay family: adder cells
  – Max FO, Critical Path: 19
  – Maximum single-stage delay on the critical path: around 850 ps
  – Setup slack of the most critical reg-to-reg path: about 4400 ps
  – Type of origin of the critical path: flip-flop
  – Slowest stage cell, crit path: or4b_1

GRT
  – Vias in the first global route: around 240k
  – Number of antenna violations at the first check in global routing: 35
  – Global-route wire length before repair: ~1300000 microns
  – Pin count of the biggest net entering global routing: 37
  – GRT overflow: 0
  – Overall fraction of global-route tracks in use: 0.2585

Detailed routing
  – DRC violation total after the first TritonRoute iteration: 9660
  – DRC viols: 0
  – Average vias per placed instance: 5.036
  – Drt wl/cell: approximately 17 microns
  – Via count of the routed design: around 240k
  – Detailed Routing Iterations Pass 1: 6
  – WL final: roughly 800000 microns
  – Number of routed nets with antenna violations: 0

Floorplan
  – Number of top-level pins: 27
  – Horizontal die size: 816.7 microns
  – Placeable core region: 0.6600 sq mm
  – Effective utilization at floorplan: 0.5029
  – Chip Area: between 0.6 and 0.7 sq mm
  – Vertical extent of the die: about 820 microns
  – Number of rows in the core area: between 200 and 300

Placed design
  – Placement Cell Area: ~0.34 sq mm
  – Post-detailed-placement half-perimeter wirelength: ~670000 microns
  – Count of input and output buffers: 26
  – Weighted congestion reported at the end of routability-driven placement: a little over 0.9

Status
  – Result of the run: finished clean

Cells and area
  – Most frequent logic cell in the layout: inv_1
  – Growth of design area from synthesis to finish: 4.482%
  – Share of final-layout standard cells stronger than drive strength 1: 0.02281
  – Area of all placed cells without fillers: around 0.35 sq mm
  – Most used cells in the layout excluding fill and tap cells: inv_1, ha_1, fa_1

Worst hold path
  – Kind of path behind the tightest hold check: flip-flop to flip-flop
-- worst reg2reg max path, delay by kind of cell, from the launching register on --
kind | cells | cell delay (ps)
and+or+nand+nor | 11 | 2080
AOI/OAI and AO/OA | 10 | 1980
DFF | 1 | 400
buffers and inverters | 13 | 2240
adders and majority gates | 17 | 8030
xor gates and xnor gates | 1 | 160
-- synth_stat cells, types with 24 or more instances --
master       n
o21ai_0    934
nor2b_1   1152
a31o_2      95
xnor2_1   2665
and2_1    1147
and3b_1     24
o31ai_1    252
inv_1     8949
nand2b_1   771
o21ai_1     52
nor3_1     553
o21bai_1   436
buf_2       31
a21oi_1   2389
nand4_1    168
nor2_1    2340
nand2_1   2058
edfxtp_1   353
or3_1       27
mux2_2     167
or2_2       61
a21o_1    1053
o21a_1     294
dfxtp_1     48
a41o_1      37
fa_1      5115
clkbuf_1   487
nand3_1     77
xor2_1     773
mux2i_1    531
a21boi_0   116
and4b_1     25
nor3b_1    120
ha_1      5266
nand4b_1    60
-- per-stage QoR --
stage	setup WS, ps	util	instances
floorplan	947.9	-	38920
global placement	4131	0.5214	47500
detailed placement	4248	0.5214	47500
CTS	4162	0.5253	47640
global route	3517	0.5253	47640
finish	4382	0.5254	47670
-- flip-flops by register name, indices dropped and copies added (netlist names), 6 cells and up --
| name | flops |
|---|---|
| Coverage | 6 |
| CurrState | 6 |
| max_Coverage | 6 |
| read_cnt | 6 |
| x_pos | 160 |
| y_pos | 160 |
-- power groups by stage --
stage	Combinational, mW	Clock (mW)	Sequential, mW
after global routing	8.59	1.58	1.00
after CTS	7.49	1.57	0.997
final	7.45	1.51	0.998
-- metal layers --
metal  vias up  GRT usage  routed length (microns)
li1     122100          -                        -
met1    113700     0.3762                   346800
met2      3663     0.3891                   347700
met3       630    0.09285                    71360
met4        24    0.05500                    22910
met5         -   0.002066                      345
-- final timing paths --
| kind | cells after the start | startpoint | to |
|---|---|---|---|
| worst max register to register | 52 | C1_y[1] | Coverage[4] |
| worst max-delay path | 52 | C1_y[1] | Coverage[4] |
| worst min-delay path | 2 | max_Coverage[1] | max_Coverage[1] |
| worst min register to register | 2 | max_Coverage[1] | max_Coverage[1] |
-- area by class of cell --
cell class	count	area [sq um]
Fill cell	60000	313200
Clock inverter	45	473.0
Antenna cell	37	92.59
Sequential cell	401	11560
Inverter	8949	33710
Multi-Input combinational cell	29050	284800
Tap cell	8700	10890
Clock buffer	95	2090
Timing Repair Buffer	400	3128
-- kinds of logic after synthesis --
kind of cell | synth area share
AND-OR/OR-AND | 0.1077
XOR/XNOR | 0.09140
adder cells (fa/ha/maj) | 0.5070
buffers and inverters | 0.1073
flip-flops | 0.03483
multiplexers | 0.02179
AND/OR/NAND/NOR | 0.1300
No activity file was given, so power comes from the tool's default toggle rates.
