File: ./design.v
module all_sort (
    input CLK,
    input RST,
    output [2:0] work,
    output [2:0] job,
    output all_sort_last
);
    localparam NUMBER_OF_WORK = 8;
    localparam COST_BIT = 7;
    localparam INDEX_BIT = 3;
    localparam COM_0 = 4;
    localparam COM_1 = 2;
    localparam ENABLE_CNT_NUM = 7;
    wire grt[0:NUMBER_OF_WORK-2];
    wire [2:0] switch_number_index;
    wire [COST_BIT-1:0] switch_value;
    wire [2:0] switch_point;
    reg [3*8-1:0] order_list;
    reg [2:0] list[0:NUMBER_OF_WORK-1];
    reg [2:0] list_0[0:NUMBER_OF_WORK-1];
    reg [2:0] list_1[0:NUMBER_OF_WORK-1];
    reg [2:0] list_2[0:NUMBER_OF_WORK-1];
    reg [2:0] list_3[0:NUMBER_OF_WORK-1];
    reg [2:0] switch_number_index_propagate[0:4];
    reg enable;
    reg [3:0] enable_cnt;
    reg [COST_BIT-1:0] list_switch_value[0:NUMBER_OF_WORK-1];
    reg [INDEX_BIT+COST_BIT-1:0] list_find_small_0[0:COM_0-1];
    reg [INDEX_BIT+COST_BIT-1:0] list_find_small_1[0:COM_1-1];
    reg [INDEX_BIT+COST_BIT-1:0] list_find_small_2;
    reg [2:0] list_switch[0:NUMBER_OF_WORK-1];
    reg [2:0] list_out[0:NUMBER_OF_WORK-1];
    reg [2:0] list_out_delay_0[0:NUMBER_OF_WORK-1];
    integer j;
    assign switch_value = list[(switch_number_index-1)];
    always @(posedge CLK) begin
        if (RST) begin
            for (j = 0; j < NUMBER_OF_WORK; j = j + 1) begin
                list[j]   <= 7 - j;
                list_0[j] <= 7 - j;
                list_1[j] <= 7 - j;
                list_2[j] <= 7 - j;
                list_3[j] <= 7 - j;
            end
        end else begin
            for (j = 0; j < NUMBER_OF_WORK; j = j + 1) begin
                list_0[j] <= list[j];
                list_1[j] <= list_0[j];
                list_2[j] <= list_1[j];
                list_3[j] <= list_2[j];
                if (enable) list[j] <= list_out_delay_0[j];
                else list[j] <= j;   
            end
        end
    end
    always @(posedge CLK) begin
        if (RST) begin
            for (j = 0; j < NUMBER_OF_WORK; j = j + 1) list_switch_value[j] <= j;
        end else begin
            for (j = 0; j < NUMBER_OF_WORK; j = j + 1)
            list_switch_value[j] <= (j > (switch_number_index - 1)) ? list[j] - switch_value : 7;  
        end
    end
    genvar t;
    generate
        for (t = 0; t < NUMBER_OF_WORK - 1; t = t + 1)
        begin : Greater_Than_Right
            assign grt[t] = list[t] < list[t+1];
        end
    endgenerate
    assign switch_number_index = 
                            grt[6] ? 4'd7   :
                            grt[5] ? 4'd6   :
                            grt[4] ? 4'd5   :
                            grt[3] ? 4'd4   :
                            grt[2] ? 4'd3   :
                            grt[1] ? 4'd2   :
                            grt[0] ? 4'd1   :   4'd0;
    always @(posedge CLK) begin
        if (RST) begin
            for (j = 0; j < COM_0; j = j + 1) list_find_small_0[j] <= 0;
        end else begin
            list_find_small_0[0] <= (list_switch_value[0] < list_switch_value[1]) ?  {{3'd0},{list_switch_value[0]}} : {{3'd1},{list_switch_value[1]}} ;
            list_find_small_0[1] <= (list_switch_value[2] < list_switch_value[3]) ?  {{3'd2},{list_switch_value[2]}} : {{3'd3},{list_switch_value[3]}} ;
            list_find_small_0[2] <= (list_switch_value[4] < list_switch_value[5]) ?  {{3'd4},{list_switch_value[4]}} : {{3'd5},{list_switch_value[5]}} ;
            list_find_small_0[3] <= (list_switch_value[6] < list_switch_value[7]) ?  {{3'd6},{list_switch_value[6]}} : {{3'd7},{list_switch_value[7]}} ;
        end
    end
    always @(posedge CLK) begin
        if (RST) begin
            for (j = 0; j < COM_1; j = j + 1) list_find_small_1[j] <= 0;
        end else begin
            list_find_small_1[0] <= list_find_small_0[0][COST_BIT-1:0] < list_find_small_0[1][COST_BIT-1:0] ? list_find_small_0[0]:list_find_small_0[1];
            list_find_small_1[1] <= list_find_small_0[2][COST_BIT-1:0] < list_find_small_0[3][COST_BIT-1:0] ? list_find_small_0[2]:list_find_small_0[3];
        end
    end
    always @(posedge CLK) begin
        if (RST) list_find_small_2 <= 0;
        else
            list_find_small_2 <=  list_find_small_1[0][COST_BIT-1:0]<list_find_small_1[1][COST_BIT-1:0] ? list_find_small_1[0]:list_find_small_1[1];
    end
    assign switch_point = list_find_small_2[INDEX_BIT+COST_BIT-1:INDEX_BIT+COST_BIT-3];
    always @(posedge CLK) begin
        if (RST) begin
            for (j = 0; j < 5; j = j + 1) switch_number_index_propagate[j] <= 7;
        end else begin
            switch_number_index_propagate[0] <= switch_number_index - 1;
            switch_number_index_propagate[1] <= switch_number_index_propagate[0];
            switch_number_index_propagate[2] <= switch_number_index_propagate[1];
            switch_number_index_propagate[3] <= switch_number_index_propagate[2];
            switch_number_index_propagate[4] <= switch_number_index_propagate[3];
        end
    end
    wire [2:0] reversed_point_switch;
    wire [2:0] reversed_point_reversed;
    assign reversed_point_switch = switch_number_index_propagate[3];
    assign reversed_point_reversed = (switch_number_index_propagate[3] == 7 ) ? 3'd6:switch_number_index_propagate[4];
    generate
        genvar k;
        for (k = 0; k < 8; k = k + 1) begin : SWITCH_TWO_NUMBER
            always @(posedge CLK) begin
                if (RST) begin
                    list_switch[k] <= k;
                end else begin   
                    if (reversed_point_switch == 7) begin   
                        list_switch[k] <= list_3[k];
                    end else begin
                        if (switch_point == k) list_switch[k] <= list_3[reversed_point_switch];
                        else if (reversed_point_switch == k) list_switch[k] <= list_3[switch_point];
                        else list_switch[k] <= list_3[k];
                    end
                end
            end
        end
    endgenerate
    always @(posedge CLK) begin
        if (RST) begin
            for (j = 0; j < NUMBER_OF_WORK; j = j + 1) begin
                list_out[j] <= j;
            end
        end else begin
            case (reversed_point_reversed)
                3'd0: begin
                    list_out[0] <= list_switch[0];
                    list_out[1] <= list_switch[7];
                    list_out[2] <= list_switch[6];
                    list_out[3] <= list_switch[5];
                    list_out[4] <= list_switch[4];
                    list_out[5] <= list_switch[3];
                    list_out[6] <= list_switch[2];
                    list_out[7] <= list_switch[1];
                end
                3'd1: begin
                    list_out[0] <= list_switch[0];
                    list_out[1] <= list_switch[1];
                    list_out[2] <= list_switch[7];
                    list_out[3] <= list_switch[6];
                    list_out[4] <= list_switch[5];
                    list_out[5] <= list_switch[4];
                    list_out[6] <= list_switch[3];
                    list_out[7] <= list_switch[2];
                end
                3'd2: begin
                    list_out[0] <= list_switch[0];
                    list_out[1] <= list_switch[1];
                    list_out[2] <= list_switch[2];
                    list_out[3] <= list_switch[7];
                    list_out[4] <= list_switch[6];
                    list_out[5] <= list_switch[5];
                    list_out[6] <= list_switch[4];
                    list_out[7] <= list_switch[3];
                end
                3'd3: begin
                    list_out[0] <= list_switch[0];
                    list_out[1] <= list_switch[1];
                    list_out[2] <= list_switch[2];
                    list_out[3] <= list_switch[3];
                    list_out[4] <= list_switch[7];
                    list_out[5] <= list_switch[6];
                    list_out[6] <= list_switch[5];
                    list_out[7] <= list_switch[4];
                end
                3'd4: begin
                    list_out[0] <= list_switch[0];
                    list_out[1] <= list_switch[1];
                    list_out[2] <= list_switch[2];
                    list_out[3] <= list_switch[3];
                    list_out[4] <= list_switch[4];
                    list_out[5] <= list_switch[7];
                    list_out[6] <= list_switch[6];
                    list_out[7] <= list_switch[5];
                end
                3'd5: begin
                    list_out[0] <= list_switch[0];
                    list_out[1] <= list_switch[1];
                    list_out[2] <= list_switch[2];
                    list_out[3] <= list_switch[3];
                    list_out[4] <= list_switch[4];
                    list_out[5] <= list_switch[5];
                    list_out[6] <= list_switch[7];
                    list_out[7] <= list_switch[6];
                end
                default: begin
                    list_out[0] <= list_switch[0];
                    list_out[1] <= list_switch[1];
                    list_out[2] <= list_switch[2];
                    list_out[3] <= list_switch[3];
                    list_out[4] <= list_switch[4];
                    list_out[5] <= list_switch[5];
                    list_out[6] <= list_switch[6];
                    list_out[7] <= list_switch[7];
                end
            endcase
        end
    end
    always @(posedge CLK) begin
        if (RST) begin
            for (j = 0; j < NUMBER_OF_WORK; j = j + 1) begin
                list_out_delay_0[j] <= 0;
            end
        end else begin
            for (j = 0; j < NUMBER_OF_WORK; j = j + 1) begin
                list_out_delay_0[j] <= list_out[j];
            end
        end
    end
    always @(posedge CLK) begin
        if (RST) begin
            enable_cnt <= 0;
        end else begin
            if (enable_cnt == ENABLE_CNT_NUM) begin
                enable_cnt <= 0;
            end else begin
                enable_cnt <= enable_cnt + 1'b1;
            end
        end
    end
    always @(posedge CLK) begin
        if (RST) begin
            enable <= 0;
        end else begin
            if (enable_cnt == ENABLE_CNT_NUM) begin
                enable <= 1;
            end else begin
                enable <= 0;
            end
        end
    end
    wire all_sort_enable;
    assign all_sort_enable = enable;
    always @(*) begin
        if (enable)
            order_list <= {
                list_out_delay_0[7],
                list_out_delay_0[6],
                list_out_delay_0[5],
                list_out_delay_0[4],
                list_out_delay_0[3],
                list_out_delay_0[2],
                list_out_delay_0[1],
                list_out_delay_0[0]
            };
        else order_list <= 24'b0;
    end
    wire ORDER_OUTPUT_last;
    order_output order_output_dut (
        .CLK(CLK),
        .RST(RST),
        .list(order_list),
        .enable(enable),
        .job(job),
        .work(work),
        .last(ORDER_OUTPUT_last)
    );
    assign all_sort_last = ORDER_OUTPUT_last;
endmodule
module order_output (
    input CLK,
    input RST,
    input [3*8-1:0] list,
    input enable,
    output reg [2:0] job,
    output reg [2:0] work,
    output reg last
);
    reg [2:0] worker_counter;
    reg [2:0] sequential_list[0:7];
    reg RST_delay;
    always @(posedge CLK) RST_delay <= RST;
    integer i;
    always @(posedge CLK) begin
        if (RST_delay) begin
            for (i = 0; i < 8; i = i + 1) sequential_list[i] <= i;
        end else if (enable) begin
            for (i = 0; i < 8; i = i + 1) sequential_list[i] <= list[i*3+:3];
        end else begin
            sequential_list[7] <= 3'd0;
            for (i = 0; i < 7; i = i + 1) sequential_list[i] <= sequential_list[i+1];
        end
    end
    always @(posedge CLK) begin
        if (RST_delay) begin
            job  <= 0;
            work <= 0;
        end else begin
            job  <= sequential_list[0];
            work <= worker_counter;
        end
    end
    always @(posedge CLK) begin
        if (RST_delay) begin
            worker_counter <= 0;
        end else begin
            if (enable) worker_counter <= 0;
            else worker_counter <= worker_counter + 1;
        end
    end
    wire last_one;
    assign last_one = (  (sequential_list[0]==7)&(sequential_list[1]==6)
                        &(sequential_list[2]==5)&(sequential_list[3]==4)
                        &(sequential_list[4]==3)&(sequential_list[5]==2)
                        &(sequential_list[6]==1)&(sequential_list[7]==0)
        &(worker_counter ==0) 
        ) ? 1'b1 : 1'b0;
    reg [2:0] last_one_propagte[0:7];
    always @(posedge CLK) begin   
        if (RST_delay) begin
            for (i = 0; i < 8; i = i + 1) last_one_propagte[i] <= 0;
            last <= 0;
        end else begin
            last_one_propagte[0] <= last_one;
            last <= last_one_propagte[7];
            for (i = 0; i < 7; i = i + 1) begin
                last_one_propagte[i+1] <= last_one_propagte[i];
            end
        end
    end
endmodule
File: ./run.sh
#!/bin/bash
# OpenROAD 26Q1-2900-gdf79404cd8, Yosys 0.63+post, stock flow scripts
make -C /OpenROAD-flow-scripts/flow DESIGN_CONFIG=/design/flow/config.mk WORK_HOME=/design/flow/orfs finish
File: ./config.mk
export PLATFORM = sky130hd
export DESIGN_NAME = all_sort
export DESIGN_NICKNAME = all_sort
export VERILOG_FILES = /design/flow/design.v
export SDC_FILE = /design/flow/constraint.sdc
export NUM_CORES = 4
export LEC_CHECK = 1
export CORE_UTILIZATION = 30
File: ./constraint.sdc
current_design all_sort

set clk_period 7.2
set clk_io_pct 0.2

create_clock -name clk0 -period $clk_period [get_ports {CLK}]

set non_clock_inputs [all_inputs -no_clocks]
set_input_delay [expr $clk_period * $clk_io_pct] -clock clk0 $non_clock_inputs
set_output_delay [expr $clk_period * $clk_io_pct] -clock clk0 [all_outputs]
==> design notes <==
Post-CTS repair ended up resizing 0 cells. The row count was 76; the sum of negative setup slack was 0 ns. The nature of the critical path startpoint is a flip-flop. The run gives 0.680 for the final worst-path cycle share. In the layout the commonest cells are dfxtp_1 (318), nor2_1 (114), nor2b_1 (108).

Critical-path cell with the highest stage delay: a21oi_1. The number of antenna violations at the first check in global routing is 0. After synthesis the netlist holds a flip-flop and latch count of 318. Area share of and/or/nand/nor cells after synthesis: 0.200. The tally of unique sky130hd cells used after synthesis was 89. Endpoints failing hold in the final report were tallied at 0. The last timing report of the flow puts the setup violation total at 0. On the critical path the data arrives at 5.26 ns. The tool flagged a number of max-cap violations equal to 0. The synthesis report names the predominant flop master as dfxtp_1.

As reported, the later end of the worst-skew pair has a clock insertion delay of 0.51 ns. The synthesized design contains 0 enable-type register cells. In this build the clock could be raised as far as 0.204 GHz.

The run gives 0 as the remaining global-route overflow. With the setup fix buffers added after clock tree synthesis at 0, the number of buffers inserted during clock tree synthesis is 35. The worst-case IR drop observed on VDD is 0.000170 V. The global-route usage over all layers is 0.152.

Looking at the clock tree report, the root buffer type is clkbuf_16. The largest combinational cell category by area is simple AND/OR/NAND/NOR gates. With the number of DRC violations after detailed-routing iteration 0 at 830, the tightest slew margin relative to the limit is 0.400.

The library cell used most frequently in the layout, excluding fill and tap cells, is dfxtp_1. The share of total power in combinational logic is 0.158. Max-slew check failures listed in the final report amount to 0. On the worst setup and hold paths after CTS, the clock-pin slew comes to 0.06 ns.

The run gives 4.52 mW for the total power draw. The combined area of all synthesized cells was 13,000 um2; the number of buffers added to fix hold violations after cts was 0. The net switching share of the total power is 0.262. The detailed router placed 9,257 vias in this run.

The tools report the power share of the sequential group as 0.436. The report lists the cells along the critical path as inv_1 -> ha_1 -> nand2_1 -> o21ai_1 -> or3b_1 -> a311oi_1 -> inv_1 -> ha_1 -> a22o_1 -> a221oi_1 -> mux2i_1 -> a21oi_1 -> fa_1 -> nor3_1 -> a21oi_1. The area growth from synthesis to layout is 13.9%, and the mean instance size in the synthesized netlist is 9.71 um2. The share of synthesized cell area in and-or and or-and compound cells is 0.147. With the transition time of the tightest slew-check pin at 0.901 ns, the number of vias per cell is 4.78. For the clock network fraction of total power, the log shows 0.406. The register with the most flip-flops in the layout has 29 of them. The number of logged tool warnings is 34. Entering global routing, the biggest net connects 91 pins.

CTS built an H-tree with a depth of 2. Die outline area: 44,300 um2. With the delay of the slowest cell on the worst path at 0.72 ns, the synthesis area per yosys is 13,000 um2. With the ratio of total power to cell area at 304 nW/um2, the cell count after synthesis is 1,343.

The run gives 51,200 um for the first-pass GRT wire length. With the reported leakage power at 6.23 nW, the internal portion of total power is 3.34 mW. The effective utilization at floorplan is 0.303, and the average wire length per cell after detail routing is 16.7 um.

The power report puts the net switching power at 1.18 mW. The tools report the kind of capture point of the worst setup path as a flip-flop. Clock tree synthesis found a total of 318 sinks. 0 antenna diodes ended up in the layout. Across the routed clock network, the largest skew measured is 0.00901 ns.

The first detailed-routing pass ran for 5 iterations. The detail route stage leaves a number of antenna-violating nets equal to 0. The post-synthesis mux area share was 0.0430.

The layout cell share with drive strength beyond 1 was 0.119. The post-detailed-routing wire length is 32,400 um. Per the gpl log, the routability congestion estimate is 0.929.

Measured along the y axis, the die boundary spans 210 um. Buffers placed on the I/O ports in this run total 8. The HPWL after detailed placement was 22,300 um.

The synthesized netlist was found by Yosys to have 1,343 cells. Setup repair after global routing left no endpoint under its margin. The number of global-route vias before repair came out at 8,866.

list_switch_value holds more flip-flops than any other register. The core box area is 43,000 um2. The async set-reset flop share out of synthesis was 0; the Yosys warning count was 16. The flow ran to the end, and the final reports show no timing, DRC or antenna violations. After routing the design area is 14,900 um2. Start-to-end type of the worst setup path: reg2reg. The run gives 0.488 as the sequential element share of the synthesized area. With the highest fanout seen on the critical path at 9, the required time at the worst-slack endpoint is 7.56 ns. The smallest clock period supported by the final layout is computed as 4.90 ns. The path class of the tightest hold or removal check is reg2reg.

During I/O placement, the number of pins put on the boundary was 9. The final layout report lists a filler cell count of 4,296. The logs give 0 for the DRC violation count after routing and 3 for the maximum root-to-sink buffer count. The xor and xnor area share after synthesis came out at 0.00883. The die boundary width was 210 um; the utilization after layout was 0.346. After detailed placement, the total cell area comes to 13,600 um2. Post-synthesis adder-cell area fraction: 0.0731.

TritonCTS built the clock tree.
## metal layers
layer	routed length [um]	GRT usage
met1	15900	0.240
met2	13800	0.222
met5	0	0
met3	1820	0.0256
met4	821	0.0342
## cells in the mapped netlist (all sizes together), types with 4 or more instances
| master | instances | area [um2] |
|---|---|---|
| and4b | 5 | 50.1 |
| a21o | 22 | 165 |
| or2 | 54 | 338 |
| ha | 65 | 813 |
| o21ai | 47 | 262 |
| a22oi | 9 | 67.6 |
| a211oi | 9 | 77.6 |
| a221oi | 17 | 155 |
| xnor2 | 4 | 35.0 |
| xor2 | 7 | 80.1 |
| o22ai | 5 | 37.5 |
| nand4 | 6 | 52.6 |
| and3 | 8 | 50.1 |
| a32oi | 4 | 42.6 |
| o311ai | 5 | 43.8 |
| nor3 | 21 | 110 |
| or3 | 4 | 25.0 |
| o21a | 4 | 30.0 |
| a21boi | 6 | 45.0 |
| and3b | 5 | 45.0 |
| a222oi | 5 | 50.1 |
| a22o | 6 | 52.6 |
| buf | 28 | 146 |
| inv | 56 | 210 |
| nand3 | 28 | 140 |
| nor2 | 116 | 440 |
| a21oi | 65 | 329 |
| clkbuf | 44 | 166 |
| o21bai | 11 | 86.3 |
| nor2b | 108 | 676 |
| nand2b | 28 | 175 |
| o221ai | 5 | 43.8 |
| nor3b | 4 | 46.3 |
| mux2 | 10 | 113 |
| fa | 7 | 140 |
| a31oi | 18 | 128 |
| mux2i | 38 | 380 |
| dfxtp | 318 | 6370 |
| o211ai | 10 | 75.1 |
| nand2 | 93 | 349 |
## final timing paths
path | from | depth (start not counted) | end | slack (ns)
min | list_1[6][0] | 1 | list_2[6][0] | 0.40
min reg2reg | list_1[6][0] | 1 | list_2[6][0] | 0.40
max | list[2][2] | 15 | list_switch_value[1][1] | 2.30
max reg2reg | list[2][2] | 15 | list_switch_value[1][1] | 2.30
## cell families (layout without fill, tap and decap cells)
family	count (synthesis)	in the layout
AOI/OAI and AO/OA	269	269
xor gates and xnor gates	11	11
adders and majority gates	72	72
buffers and inverters	128	138
DFF	318	318
muxes	51	51
and+or+nand+nor	494	494
## worst max-delay path: cells and delay by family (launching register included)
kind | cells | cell delay, ns
buffers and inverters | 2 | 0.24
and+or+nand+nor | 3 | 0.63
AOI/OAI and AO/OA | 6 | 2.12
muxes | 1 | 0.14
DFF | 1 | 0.41
adders and majority gates | 3 | 1.20
## power groups by stage
stage	logic, mW	registers [mW]	clock network [mW]
4_1_cts	0.713	1.97	1.87
5_1_grt	0.800	1.98	1.94
6_report	0.713	1.97	1.83
## layout make-up
type / instances / area [um2] / area share
Clock inverter: 13 / 150 / 0.0101
Inverter: 56 / 210 / 0.0142
Tap cell: 585 / 732 / 0.0493
Multi-Input combinational cell: 897 / 6150 / 0.414
Timing Repair Buffer: 20 / 171 / 0.0115
Clock buffer: 49 / 1070 / 0.0721
Sequential cell: 318 / 6370 / 0.429
## metrics by stage
step / hold slack (ns) / instances / setup WS [ns]
floorplan: 0.389 / 1343 / 3.12
global placement: 0.392 / 1876 / 2.54
detailed placement: 0.393 / 1876 / 2.42
CTS: 0.400 / 1938 / 2.41
global route: 0.411 / 1938 / 1.93
finish: 0.399 / 1938 / 2.30
Power and IR drop assume default switching activity.
