**/design/flow/config.mk**
```make
export PLATFORM = sky130hd
export DESIGN_NAME = cost_min
export DESIGN_NICKNAME = cost_min
export VERILOG_FILES = /design/flow/design.v
export SDC_FILE = /design/flow/constraint.sdc
export NUM_CORES = 4
export LEC_CHECK = 1
export CORE_UTILIZATION = 50
```
**/design/flow/constraint.sdc**
```tcl
current_design cost_min

set clk_period 3.1
set clk_io_pct 0.2

create_clock -name clk0 -period $clk_period [get_ports {CLK}]

set non_clock_inputs [all_inputs -no_clocks]
set_input_delay [expr $clk_period * $clk_io_pct] -clock clk0 $non_clock_inputs
set_output_delay [expr $clk_period * $clk_io_pct] -clock clk0 [all_outputs]
```
**/design/flow/design.v**
```verilog
module cost_min (
    input CLK,
    input RST,
    input Last,
    input [6:0] cost,
    output reg [9:0] MinCost,
    output reg [3:0] MatchCount,
    output reg Valid
);
    reg [9:0] Accumulator;
    reg [2:0] CheckCounter;
    reg RST_delay_0;
    reg RST_delay_1;
    reg RST_delay_2;
    reg RST_delay_3;
    wire Period_1;
    wire Period_5;
    assign Period_1 = (CheckCounter == 1);
    assign Period_5 = (CheckCounter == 5);
    always @(posedge CLK) begin
        RST_delay_0 <= RST;
        RST_delay_1 <= RST_delay_0;
        RST_delay_2 <= RST_delay_1;
        RST_delay_3 <= RST_delay_2;
    end
    always @(posedge CLK) begin
        if (RST_delay_1) begin
            Accumulator <= 0;
        end else begin
            if (Period_1) Accumulator <= cost;
            else Accumulator <= Accumulator + cost;
        end
    end
    always @(posedge CLK) begin
        if (RST_delay_1) begin
            CheckCounter <= 0;
        end else begin
            if (CheckCounter == 7) CheckCounter <= 0;
            else begin
                CheckCounter <= CheckCounter + 1;
            end
        end
    end
    reg [7:0] last_propagate;
    integer i;
    always @(posedge CLK) begin
        if (RST_delay_1) begin
            for (i = 0; i < 8; i = i + 1) last_propagate[i] <= 0;
            Valid <= 0;
        end else begin
            last_propagate[0] <= Last;
            for (i = 0; i < 7; i = i + 1) last_propagate[i+1] <= last_propagate[i];
            Valid <= last_propagate[7];
        end
    end
    reg [9:0] PreviousAcc;
    always @(posedge CLK) begin
        if (RST_delay_3)
            PreviousAcc <= {10{1'b1}}; 
        else begin
            if (Period_1) PreviousAcc <= Accumulator;
            else;   
        end
    end
    always @(posedge CLK) begin
        if (RST_delay_1) MinCost <= {10{1'b1}};
        else begin
            if (Period_1) begin
                MinCost <= (PreviousAcc < MinCost) ? PreviousAcc : MinCost;
            end else begin
                MinCost <= MinCost;   
            end
        end
    end
    always @(posedge CLK) begin
        if (RST) MatchCount <= 0;
        else begin
            if ((Period_5)) begin
                case ({
                    PreviousAcc < MinCost, PreviousAcc == MinCost
                })
                    2'b10:   MatchCount <= 1;
                    2'b01:   MatchCount <= MatchCount + 1;
                    default: MatchCount <= MatchCount;
                endcase
            end else begin
                MatchCount <= MatchCount;   
            end
        end
    end
endmodule
```
**/design/flow/run.sh**
```bash
#!/bin/bash
# OpenROAD 26Q1-2900-gdf79404cd8, Yosys 0.63+post, stock flow scripts
make -C /OpenROAD-flow-scripts/flow DESIGN_CONFIG=/design/flow/config.mk WORK_HOME=/design/flow/orfs finish
```
==> qor.txt <==
RSZ-0062 raised after global routing: no
Simple share: 0.201
Synth flops: 50
XOR/XNOR Area Share: 0.0152
Fin. max-slew vios: 0
1st-pass router iterations: 4
Global route overflow: 0
Netlist cell types: 43
Clk_skew: 9.80 ps
Synth mux share: 0
Main flop type: dfxtp_1
Die span in y: 70.0 um
Via density: 5.24
First-pass GRT wire length: 7.18 mm
Area Growth Syn to Fin: 15.9%
Max VDD drop: 0.323 mV
Sw Ratio: 0.319
Hold WS: 334 ps
Pwr/cell area: 643 mW/mm2
Width of the die: 70.0 um
Gpl congestion: 0.813
Status: finished, final reports clean
Dpl hpwl: 2.95 mm
Synth warn: 1
Reg-to-reg startpoint: MinCost[5]
Placed cell areas: 0.00258 mm2
Sequential share of power: 0.452
Comb area leader: simple AND/OR/NAND/NOR gates
Worst EP required: 3300 ps
Most common cell on crit path: ha_1
Clock Path Buffers: 2
R2R Setup Slk: 590 ps
CP max stage delay: 350 ps
Clock root cell: clkbuf_8
Crit-path max FO: 8
Synth Seq Share: 0.433
Hold Crit Class: register to register
Final Hold Viols: 0
Reg2reg path depth: 11
Post-synth design cell area: 0.00231 mm2
Post-Synth Adder-Cell Area: 0.128
Routed wire per std cell: 12.3 um
Gate power share: 0.325
Worst Tran Pin Value: 841 ps
Hold Buf Count CTS: 0
Leakage power: 1.19 nW
Setup bufs post-CTS: 0
WP data arrival: 2710 ps
Worst path depth: 11
Fin crit share: 0.811
Switching Power: 0.550 mW
Initial antenna violation count: 0
Crit path kind: register to register
CTS Buf Count: 5
DRC: 0
Final WL: 4.06 mm
Layout cell share with drive strength beyond 1: 0.0576
Setup TNS Final: 0 ps
Largest net degree at the start of global routing: 25
Tot GR Track Use: 0.183
Vias in the first global route: 1,619
YS chip area: 0.00231 mm2
Post-synth ARST share: 0
H-tree Lvls: 2
Max Cap Viol: 0
Slew headroom: 0.438
Worst-path cell chain: inv_1, ha_1, and3_4, a211oi_2, a21oi_2, nand3b_1, ha_1, and3b_1, o21ai_0, a21oi_1, nor2_1
IO Count: 25
Via count: 1,728
Worst-path clk slew: 100 ps
Synth Instances: 254
Final Critical Period: 2510 ps
Core Rows: 24
Post-route insts no fill: 330
CP max stage cell: dfxtp_1
ANT cells: 0
Placed cells: 322
Post_cts resized: 0
CTS tree: done
Buffers & Inverters on Critical Path: 1
Critical path launch point: MinCost[5]
Number of I/O port buffers: 24
Core area: 0.00438 mm2
OpenROAD warning count: 27
Crit. End Element: register
ANT nets after route: 0
Final Instance Area: 0.00268 mm2
Mean Syn Cell Area: 9.10 um2
EDFF count, synth: 0
Critical Path End: MatchCount[2]
CTS Sinks: 50
Aoi share: 0.172
Final setup viols: 0
R2R Path End: MatchCount[2]
Clk ins delay skew pair: 300 ps
Clk network pwr share: 0.224
Die ar.: 0.00490 mm2
Power Internal: 1.17 mW
Ys cells: 254
Type of origin of the critical path: register
Crit path max-delay family: simple AND/OR/NAND/NOR gates
Starting DRT DRC Count: 48
Floorplan utilization: 0.527
Max Fclk: 398 MHz
## through the flow
step / power [mW] / utilization / setup WS, ps
final: 1.72 / 0.611 / 585
after global routing: 1.85 / 0.611 / 337
after CTS: 1.74 / 0.611 / 559
after detailed placement: 1.36 / 0.590 / 428
after global placement: 1.35 / 0.590 / 471
after floorplan: 1.19 / - / 605
## sequential cells by signal (all words and copies together), names as in the netlist
| signal | flops |
|---|---|
| RST_delay_3 | 1 |
| MinCost | 10 |
| RST_delay_2 | 1 |
| MatchCount | 4 |
| last_propagate | 8 |
| Valid | 1 |
| Accumulator | 10 |
| PreviousAcc | 10 |
| RST_delay_0 | 1 |
| RST_delay_1 | 1 |
| CheckCounter | 3 |
## placed cells by master, fill, tap and decap left out, drive strengths merged, types with 6 or more instances in the layout
cell           instances
o21ai                  7
ha                    22
nor2b                 14
nand2                 30
nor3                   6
inv                   17
a211oi                 6
dfxtp                 50
clkdlybuf4s50         24
o21a                  11
a21oi                  8
a211o                 10
nand3                 14
nor2                  17
## metal layers
layer	up-vias	GRT usage	routed length, um
met2	26	0.282	1770
li1	927	-	-
met1	768	0.289	2100
met4	0	0.0333	78
met3	7	0.0234	111
met5	-	0	0
## synthesized netlist by cell type (2+ instances only)
library cell / count / area share
a211o_1: 10 / 0.038
a211oi_1: 5 / 0.016
a21o_1: 3 / 0.0097
a21oi_1: 7 / 0.015
a31oi_1: 2 / 0.0054
clkbuf_1: 8 / 0.013
dfxtp_1: 50 / 0.43
ha_1: 22 / 0.12
inv_1: 16 / 0.026
nand2_1: 30 / 0.049
nand3_1: 14 / 0.030
nor2_1: 16 / 0.026
nor2b_1: 14 / 0.038
nor3_1: 6 / 0.013
nor4b_1: 2 / 0.0076
o211ai_1: 3 / 0.0097
o21a_1: 11 / 0.036
o21ai_0: 7 / 0.015
xor2_1: 4 / 0.015
## logic make-up (layout without fill, tap and decap cells)
family,after synthesis,after routing
AND-OR/OR-AND,55,55
flip-flops,50,50
AND/OR/NAND/NOR,94,94
XOR/XNOR,4,4
adder cells (fa/ha/maj),23,23
buffers and inverters,28,52
## how the worst min path moves through the flow
stage,from,endpoint,slack (ps),depth (start not counted)
4_1_cts,RST_delay_2,RST_delay_3,330,0
5_1_grt,RST_delay_2,RST_delay_3,340,0
6_report,RST_delay_2,RST_delay_3,330,0
## power groups by stage
stage     registers (mW)  clock network (mW)  logic [mW]
5_1_grt            0.789               0.422       0.641
4_1_cts            0.779               0.398       0.568
6_report           0.777               0.385       0.559
## cell type report
cell class                      instances  area, um2
Fill cell                             385       1710
Multi-Input combinational cell        176       1190
Sequential cell                        50       1000
Timing Repair Buffer                   27        263
Clock buffer                            5       68.8
Tap cell                               52       65.1
Inverter                               17       63.8
Clock inverter                          3       23.8
Power figures rest on the tool's default switching activity, not on a simulated workload.
